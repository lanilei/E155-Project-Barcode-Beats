===== /design/flow/design.v =====
module filter_spi(input  logic sck, 			 
				  input  logic ce,  			 
                  output logic sdo, 			 
                  input logic [31:0] filtered);  
    logic [31:0] tuning_word_captured;
	logic [5:0] sck_count;
	always_ff @(posedge sck)
		if(ce) begin
			sck_count <= 6'b0;
			tuning_word_captured <= 32'b0;
		end else begin
			if(sck_count == 0) begin
				tuning_word_captured <= filtered; 
			end else begin
				tuning_word_captured <= {tuning_word_captured[30:0], 1'b0};
			end
			sck_count <= sck_count + 1'b1;
		end
    always_ff @(negedge sck)
        if(!ce) begin
			sdo <= tuning_word_captured[31];
		end else begin 
			sdo <= 1'b0;  
		end
endmodule

===== /design/flow/run.sh =====
#!/bin/bash
# OpenROAD 26Q1-2900-gdf79404cd8, Yosys 0.63+post, stock flow scripts
make -C /OpenROAD-flow-scripts/flow DESIGN_CONFIG=/design/flow/config.mk WORK_HOME=/design/flow/orfs finish

===== /design/flow/config.mk =====
export PLATFORM = sky130hd
export DESIGN_NAME = filter_spi
export DESIGN_NICKNAME = filter_spi
export VERILOG_FILES = /design/flow/design.v
export SDC_FILE = /design/flow/constraint.sdc
export NUM_CORES = 4
export LEC_CHECK = 1
export CORE_AREA = 10 10 112 112
export DIE_AREA = 0 0 122 122

===== /design/flow/constraint.sdc =====
current_design filter_spi

set clk_period 3.7
set clk_io_pct 0.2

create_clock -name clk0 -period $clk_period [get_ports {sck}]

set non_clock_inputs [all_inputs -no_clocks]
set_input_delay [expr $clk_period * $clk_io_pct] -clock clk0 $non_clock_inputs
set_output_delay [expr $clk_period * $clk_io_pct] -clock clk0 [all_outputs]

==> CHANGELOG.md <==
### Metrics

- Clock network fraction of design power: 34.3%
- Pwr Density: 416 nW/um2
- Total Routing Usage GR: 4.59%
- Status: finished clean
- Clock Skew: 61.9 ps
- Worst Hold Class: reg2reg
- H-tree depth: 2
- CTS Root Cell: clkbuf_8
- Cts bufs inserted: 5
- HPWL after DPL: between 2 and 2.5 mm
- Chip area: 14900 um2
- Initial antenna violation count: 0
- Dpl cell area: 2160 um2
- Peak VDD IR: 0.130 mV
- GP Congestion: 0.720
- Sequential fraction of the synthesis area: 45.9%
- Flop pwr share: around 50%
- Share of layout cells above drive strength 1: 7.00%
- Crit end category: primary output
- Synth warnings: 1
- Antenna fix cells: 0
- Top-area cell share: 45.9%
- Core Rows: 37
- Post-Route WL: 3.30 mm
- 1st-pass router iterations: 3
- Synth area leaders: dfxtp_1 46%, nand2b_1 23%, mux2i_1 18%
- Cells along the critical path: dlygate4sd2_1
- Fin. Hold Viols: 0
- Clk latency late pin: approximately 350 ps
- Die Height: 122 um
- Routed Antenna Nets: 0
- Synth area leader: dfxtp_1
- Buf+Inv Stages, Crit Path: 1
- Internal power: 0.717 mW
- I/O pin total: 35
- Total number of vias: between 1k and 1.5k
- Leakage power: 0.884 nW
- Ys cells: roughly 170
- Vias in the first global route: around 1.2k
- Log Warnings: 27
- Flops after synth: 39
- Max-slew headroom: a little under two thirds
- Residual DRC: 0
- Max-Cap Viols: 0
- TNS Setup: 0 ps
- Hold buffer count at CTS: 0
- # port buffers: 34
- Clock transition at the registers of the reported paths: 70 ps
- Init Core Util: between 15 and 20%
- Final setup vio count: 0
- Grt total ovfl: 0
- Cell Area, Synth: approximately 1700 um2
- Flop2flop setup slack: around 1400 ps
- Clk sinks: 39
- Average size of a mapped cell: 10.3 um2
- Sw Ratio: between 20% and 30%
- Family with the most delay on the worst path: flip-flops
- CTS Buffer Depth: 2
- Crit Path Max Fanout: 1
- Vias per inst: 3.40
- Largest net degree at the start of global routing: 70
- Design Area, Final: between 2000 and 2500 um2
- Worst-path cell with the longest stage delay: dfxtp_2
- Startpoint Class: register
- Logic gate share of total power: 15.7%
- Crit path largest cell delay: roughly 300 ps
- CTS tree: built
- Area Growth Syn to Fin: 33.2%
- Crit path kind: reg2out
- Wire per inst: 9.83 um
- First-pass GRT wire length: 5.72 mm
- Mapped Cells: 166
- Post-synth cell types: 18
- RSZ-0062 raised after global routing: no
- Cell Count Post-Placement: between 300 and 400
- Crit path DAT: 2730 ps
- Crit path DRT: 2960 ps
- Slew Limit Fails: 0
- Worst-Margin Slew: 545 ps
- Sw power: about 0.22 mW
- Yosys chip area: 1700 um2
- Final cell count without fillers: 336
- Core footprint: approximately 10000 um2
- Die Span X: 122 um
- DRT iter0 DRCs: 14
[metal layers]
layer / share of wire, % / GRT usage, %
met5: 0 / 0
met4: 2.7 / 0.969
met3: 6.9 / 1.36
met2: 43 / 7.03
met1: 48 / 6.29
[layout make-up]
cell class / count / area (um2)
clock buffers: 7 / 96.3
clock inverters: 2 / 11.3
fillers: 1083 / 7970
inverters: 2 / 7.51
multi-input cells: 114 / 850
flip-flops and latches: 39 / 782
well taps: 136 / 170
repair buffers: 36 / 349
[cell usage after synthesis, drive strengths merged]
cell type  count
nor2           4
clkbuf         7
and3b          1
nor2b          2
nor4           1
a21oi          1
xor2           2
mux2i         31
nand2          1
xnor2          1
o21ai          1
dfxtp         39
inv            3
or3            1
nand3          3
ha             2
nand2b        63
buf            3
[power by group through the flow]
stage | sequential, mW | clock (mW) | combinational, mW
global route | 0.476 | 0.360 | 0.165
CTS | 0.472 | 0.347 | 0.153
finish | 0.471 | 0.323 | 0.148
[through the flow]
step	util [%]	setup slack [ps]	power (mW)	hold WS, ps
after floorplan	-	700	0.587	426
after global placement	21.1	350	0.636	441
after detailed placement	21.1	357	0.636	446
after CTS	22.1	220	0.971	457
after global routing	22.1	205	1.00	472
final	22.1	230	0.942	452
[flip-flops by register name, summed over array words and instances, names as in the netlist]
signal	count
sdo	1
sck_count	6
tuning_word_captured	32
[worst paths after layout]
path / from / end / depth (start not counted)
setup / recovery: sdo$_SDFF_NP0_ / sdo / 1
hold / removal: tuning_word_captured[26]$_SDFF_PP0_ / tuning_word_captured[27]$_SDFF_PP0_ / 2
setup reg to reg: tuning_word_captured[31]$_SDFF_PP0_ / sdo$_SDFF_NP0_ / 1
hold reg to reg: tuning_word_captured[26]$_SDFF_PP0_ / tuning_word_captured[27]$_SDFF_PP0_ / 2
[logic make-up (layout without fill, tap and decap cells)]
family / Yosys count / count (layout) / share of synthesized area (%)
xor+xnor: 3 / 3 / 1.54
mux: 31 / 31 / 18.2
flops: 39 / 39 / 45.9
buf+inv: 13 / 47 / 4.19
compound gates: 2 / 2 / 0.588
fa+ha+maj: 2 / 2 / 1.47
simple gates: 76 / 76 / 28.1
[layout by cell type (no fill, tap or decap)]
| cell type | count |
|---|---|
| clkdlybuf4s50_1 | 32 |
| o21ai_0 | 1 |
| dfxtp_2 | 1 |
| xor2_1 | 2 |
| inv_1 | 3 |
| xnor2_1 | 1 |
| nor2_1 | 4 |
| nand2_1 | 1 |
| clkbuf_8 | 7 |
| buf_4 | 2 |
| ha_1 | 2 |
| or3_1 | 1 |
| buf_2 | 1 |
| mux2i_1 | 31 |
| a21oi_1 | 1 |
| nor4_4 | 1 |
| nor2b_1 | 2 |
| nand2b_1 | 63 |
| dlygate4sd2_1 | 1 |
| nand3_1 | 3 |
| clkinvlp_4 | 1 |
| dfxtp_1 | 38 |
| and3b_2 | 1 |
[repair_timing]
action                     CTS  global route
resized                      2             0
buffers inserted             0             0
setup endpoints to repair    1             0
No activity file was given, so power comes from the tool's default toggle rates.
