$ cat design.v
module fir#(parameter NUM_TAPS = 8,      
            parameter COEFF_WIDTH = 8,   
            parameter DATA_WIDTH = 16,   
			parameter OUT_WIDTH = 32,    
			parameter DECIMATE = 4)      
           (input logic clk,
		    input logic reset,
			input logic sample,
			input logic signal,
			output logic done,
			output logic [OUT_WIDTH-1:0] data_out);
	logic signed [COEFF_WIDTH-1:0] coeffs[0:NUM_TAPS-1];
	assign coeffs[0] = 8'sd10; 
	assign coeffs[1] = 8'sd32;
	assign coeffs[2] = 8'sd84;
	assign coeffs[3] = 8'sd127;
	assign coeffs[4] = 8'sd127;
	assign coeffs[5] = 8'sd84;
	assign coeffs[6] = 8'sd32;
	assign coeffs[7] = 8'sd10;
	logic signed [DATA_WIDTH-1:0] shifter[0:NUM_TAPS-1];
	logic signed [OUT_WIDTH-1:0] accumulator;
	logic signed [OUT_WIDTH-1:0] acc_next;
	logic signed [DATA_WIDTH-1:0] signal_extend;
	logic [DECIMATE-1:0] decimate_count;
	logic done_ready;
	always_comb begin
		signal_extend = signal ? 16'sd1 : 16'sd0;  
		acc_next = coeffs[0]*shifter[0]    
				   + coeffs[1]*shifter[1]
				   + coeffs[2]*shifter[2]
				   + coeffs[3]*shifter[3]
				   + coeffs[4]*shifter[4]
				   + coeffs[5]*shifter[5]
				   + coeffs[6]*shifter[6]
				   + coeffs[7]*shifter[7];
	end
	always_ff @(posedge clk) begin
		if(!reset) begin
			shifter[0] 		<= '0;  
			shifter[1] 		<= '0;
			shifter[2] 		<= '0;
			shifter[3] 		<= '0;
			shifter[4] 		<= '0;
			shifter[5]	    <= '0;
			shifter[6] 		<= '0;
			shifter[7] 		<= '0;
			accumulator 	<= '0;
			data_out 		<= '0;
			decimate_count  <= '0;	
			done            <= '0;
			done_ready      <= '0;
		end 
		else if(sample) begin 
			 done <= 1'b0;   
			shifter[0] <= signal_extend; 
			shifter[1] <= shifter[0];
			shifter[2] <= shifter[1];
			shifter[3] <= shifter[2];
			shifter[4] <= shifter[3];
			shifter[5] <= shifter[4];
			shifter[6] <= shifter[5];
			shifter[7] <= shifter[6];
			accumulator <= acc_next;
			decimate_count <= decimate_count + 1'b1;
            if (decimate_count == DECIMATE-1) begin
                decimate_count <= '0;
                data_out       <= accumulator;   
				accumulator    <= acc_next;
				done_ready       <= ~done_ready;
				if(done_ready) begin
					done <= 1'b1;
				end else begin
					done <= 1'b0;
				end
            end 
		end else begin 
			done <= 1'b0;
		end
	end
endmodule
module filter_core(input logic clk,
	               input logic reset,
	               input logic signal,
				   input logic sample,
			       output logic done,
			       output logic [31:0] filtered);
	logic barcode;
	sync synchronizer(clk, reset, signal, barcode);
	fir filter(clk, reset, sample, barcode, done, filtered);
endmodule
module sync (input  logic  clk, 
			 input logic reset,
			 input  logic async,
			 output logic synced);
  logic sync1;
  always_ff @(posedge clk, negedge reset) begin
    if (!reset) begin
      sync1  <= '0;
      synced <= '0;
    end else begin
      sync1  <= async;
      synced <= sync1;
    end
  end
endmodule
$ cat run.sh
#!/bin/bash
# OpenROAD 26Q1-2900-gdf79404cd8, Yosys 0.63+post, stock flow scripts
make -C /OpenROAD-flow-scripts/flow DESIGN_CONFIG=/design/flow/config.mk WORK_HOME=/design/flow/orfs finish
$ cat config.mk
export PLATFORM = sky130hd
export DESIGN_NAME = filter_core
export DESIGN_NICKNAME = filter_core
export VERILOG_FILES = /design/flow/design.v
export SDC_FILE = /design/flow/constraint.sdc
export NUM_CORES = 4
export LEC_CHECK = 1
export CORE_UTILIZATION = 30
$ cat constraint.sdc
current_design filter_core

set clk_period 3.9
set clk_io_pct 0.2

create_clock -name clk0 -period $clk_period [get_ports {clk}]

set non_clock_inputs [all_inputs -no_clocks]
set_input_delay [expr $clk_period * $clk_io_pct] -clock clk0 $non_clock_inputs
set_output_delay [expr $clk_period * $clk_io_pct] -clock clk0 [all_outputs]
==> results.toml <==
# generated from flow reports
[yosys]
ys_cells = 215
edf_count = 0
synth_seq_share = 0.338
async_flop_share = 0.0556
ys_warn_count = 4
syn_area_um2 = 2160
avgSynthCellArea_um2 = 10.1
flop_cell = "dfxtp_1"
syn_inst = 215
yosys.cell_types.count = 32
yosys_area_um2 = 2160
synth_flop_count = 36

[grt]
grt_max_degree = 29
grt_pass1_wl_um = 5660
antenna_found_initial = 0
grt_overflow = 0
grt_pass1_vias = 1197
grt_util_all_layers = 0.0954

[routing]
wl_met1_um = 1700
highest_layer = "met4"
ant_nets = 0
dr.first_iter.drc_count = 60
diodes = 0
totalWireLength_um = 3280
wl_met2_um = 1390
drt-vias-per-instance = 4.04
drc = 0
first_pass_iters = 4
vias = 1314
dr_wl_met3_um = 132
routedWlPerCell_um = 10.1

[timing]
max_freq_mhz = 287
relSlewSlack = 0.615
max_slew.worst_pin.slew_ns = 0.574
post-route-min-period_ns = 3.48
finalSetupViolCount = 0
fin_setup_tns_ns = 0
hold-worst-slack_ns = 0.348
fin_worst_skew_ns = 0.00892
rsz0062_at_grt = "false"
final-hold-violation-count = 0
slew_violations = 0
finalClockPeriodUsage = 0.892

[placement]
numPlacedInstances = 317
port_buffers = 14
dpl.hpwl_um = 2370
gpl.final_weighted_congestion = 0.791

[clock_tree]
cts_sinks = 36
cts_resized = 0
cts_buffer_depth = 2
hold_buffers = 0
path_clk_slew_ns = 0.08
cts_setup_buffers = 0
cts-root-buf = "clkbuf_8"
cts_tree = "done"
htree_num_levels = 2
cts_made_buffers = 5
clk-insertion-delay-late_ns = 0.29

[floorplan]
fp.dieW_um = 86.9
core_area_um2 = 6870
io_pins = 37
initCoreUtil = 0.315
chipArea_um2 = 7560
fp.dieH_um = 86.9
placementRows = 30

[critical_path]
crit_path_start_kind = "flip-flop"
crit_type = "reg2reg"
cp_slowest_cell = "fa_1"
critical_path_arrival_ns = 3.71
cp.required_ns = 4.13
crit_top_cell = "fa_1"
path_cells = "fa_1 > inv_1 > fa_1 > inv_1 > fa_1 > fa_1 > ha_1 > and3_1 > or3_1 > nand3_1"
path_max_fanout = 8
ff2ff_path_depth = 10
max_stage_delay_ns = 0.57
end_kind = "flip-flop"

[power_and_ir_drop]
power.density_nw_per_um2 = 293
leakagePower_nw = 1.10
vdd_drop_max_uv = 120
power_w = 0.000702

[hold_path]
min_path_cells = 0
hold_class = "reg2reg"

[flow_run]
warning_count = 27
drv_cap = 0

[layout]
layout_top_cells = "34 x dfxtp_1, 23 x nand2_1, 22 x conb_1"
drive_gt1_frac = 0.0393
areaGrowthSynthToFinish_pct = 10.8
layout_top_cell = "dfxtp_1"
layout.cells.non_filler = 325

[run_status]
status = "complete, no violations"
power breakdown:
group / internal [W] / switching, W / leakage (nW) / total, W
registers: 0.000375 / 0.00000479 / 0.298 / 0.000379
clock network: 0.000144 / 0.000134 / 0.0445 / 0.000278
logic: 0.0000218 / 0.0000233 / 0.762 / 0.0000451
kinds of logic after synthesis:
kind of cell / synth area share
compound gates: 0.0642
xor+xnor: 0.0162
fa+ha+maj: 0.230
buf+inv: 0.130
flops: 0.338
mux: 0.0694
other cells: 0.00173
simple gates: 0.150
area by class of cell:
cell class / instances / area [um2]
multi-input combinational: 151 / 1230
timing repair buffer: 16 / 155
clock inverter: 1 / 7.51
sequential: 36 / 731
fill: 686 / 4470
inverter: 18 / 67.6
clock buffer: 7 / 86.3
tap: 96 / 120
cells in the mapped netlist, types with 2 or more instances:
| cell type | n | area (um2) |
|---|---|---|
| fa_1 | 13 | 260 |
| nor3b_1 | 2 | 15.0 |
| mux2i_1 | 15 | 150 |
| nand2_1 | 23 | 86.3 |
| nor2b_1 | 15 | 93.8 |
| and2_1 | 2 | 12.5 |
| and3_1 | 4 | 25.0 |
| inv_1 | 18 | 67.6 |
| nand3b_1 | 3 | 22.5 |
| nand3_1 | 5 | 25.0 |
| ha_1 | 19 | 238 |
| xnor2_1 | 3 | 26.3 |
| clkbuf_1 | 4 | 15.0 |
| o21ai_0 | 2 | 10.0 |
| a21boi_1 | 11 | 82.6 |
| dfxtp_1 | 34 | 681 |
| buf_2 | 3 | 15.0 |
| a21o_1 | 2 | 15.0 |
| dfrtp_1 | 2 | 50.1 |
| buf_4 | 23 | 173 |
critical path: cells and delay by family, from the launching register on:
kind | cells | cell delay [ns]
flops | 1 | 0.41
fa+ha+maj | 5 | 2.26
simple gates | 3 | 0.63
buf+inv | 2 | 0.13
worst paths after layout:
path / from / endpoint / slack (ns)
min in group asynchronous: reset / synchronizer.sync1$_DFF_PN0_ / 1.19
max in group asynchronous: reset / synchronizer.synced$_DFF_PN0_ / 2.52
min: synchronizer.sync1$_DFF_PN0_ / synchronizer.synced$_DFF_PN0_ / 0.35
max: filter.shifter[4][0]$_SDFFE_PN0P_ / filter.accumulator[7]$_SDFFE_PN0P_ / 0.42
min reg2reg: synchronizer.sync1$_DFF_PN0_ / synchronizer.synced$_DFF_PN0_ / 0.35
max reg2reg: filter.shifter[4][0]$_SDFFE_PN0P_ / filter.accumulator[7]$_SDFFE_PN0P_ / 0.42
stage by stage:
| stage | utilization | instance area (um2) | setup WS, ns |
|---|---|---|---|
| floorplan | - | 2240 | 0.558 |
| finish | 0.349 | 2400 | 0.419 |
| global placement | 0.335 | 2300 | 0.487 |
| CTS | 0.349 | 2400 | 0.409 |
| detailed placement | 0.335 | 2300 | 0.450 |
| global route | 0.349 | 2400 | 0.296 |
state kept, by name, summed over array words and instances, names as in the netlist:
register / count
filter.decimate_count: 4
filter.done: 1
filter.done_ready: 1
filter.data_out: 10
filter.accumulator: 10
filter.shifter: 8
synchronizer.synced: 1
synchronizer.sync1: 1
layer usage:
| metal | global-route usage | up-vias |
|---|---|---|
| met3 | 0.0173 | 4 |
| met2 | 0.148 | 29 |
| met4 | 0.0136 | 0 |
| li1 | - | 680 |
| met5 | 0 | - |
| met1 | 0.145 | 601 |
Power is estimated from default activity; no workload was simulated.
